==> design/flow/design.v <==
module sistemaDeVentilacao(sensPresSC, sensPresS1, sensPresS2, sensPresS3, sensPresTubSR, sensPresTubSS, sensPresRea, alarmeSonoroVentilacao, damperS12, damperS23, damperS3SS, damperS3SR, damperSSSC, damperRSR);
    input[3:0] sensPresSC, sensPresS1, sensPresS2, sensPresS3, sensPresTubSR, sensPresTubSS, sensPresRea;
    output reg alarmeSonoroVentilacao, damperS12, damperS23, damperS3SS, damperS3SR, damperSSSC, damperRSR;
    always @(*)
        begin
            alarmeSonoroVentilacao = 1'b0;
            damperS12 = 1'b0;
            damperS23 = 1'b0;
            damperS3SS = 1'b0;
            damperS3SR = 1'b0;
            damperSSSC = 1'b0;
            damperRSR = 1'b0;
            if((sensPresRea > 4'b0111) && (sensPresTubSR > 4'b0111) && (sensPresRea < sensPresTubSR))
                begin damperRSR=1'b1; end
            else if((sensPresRea <= 4'b0111)||(sensPresTubSR <= 4'b0111))
                begin damperRSR=1'b1; end
            if((sensPresTubSR > 4'b0111)&&(sensPresS3 > 4'b0111) && (sensPresTubSR < sensPresS3))
                begin damperS3SR=1'b1; end
            else if((sensPresTubSR <= 4'b0111)||(sensPresS3 <= 4'b0111))
                begin damperS3SR=1'b1; end
            if((sensPresS3 > 4'b0111)&&(sensPresS2 > 4'b0111) && (sensPresS3 < sensPresS2))
                begin damperS23=1'b1; end
            else if((sensPresS3 <= 4'b0111)||(sensPresS2 <= 4'b0111))
                begin damperS23=1'b1; end
            if((sensPresS2 > 4'b0111)&&(sensPresS1 > 4'b0111) && (sensPresS2 < sensPresS1))
                begin damperS12=1'b1;end
            else if((sensPresS2 <= 4'b0111)||(sensPresS1 <= 4'b0111))
                begin damperS12=1'b1; end
            if((sensPresTubSS > 4'b0111)&&(sensPresS3 > 4'b0111) && (sensPresTubSS < sensPresS3))
                begin damperS3SS=1'b1; end
            else if((sensPresTubSS <= 4'b0111)||(sensPresS3 <= 4'b0111))
                begin damperS3SS = 1'b1; end
            if((sensPresSC > 4'b0111)&&(sensPresTubSS > 4'b0111) && (sensPresSC < sensPresTubSS))
                begin damperSSSC=1'b1; alarmeSonoroVentilacao=1'b1; end
            else if((sensPresSC <= 4'b0111)||(sensPresTubSS <= 4'b0111))
                begin damperSSSC=1'b1; alarmeSonoroVentilacao=1'b1; end
        end
endmodule
==> design/flow/run.sh <==
#!/bin/bash
# OpenROAD 26Q1-2900-gdf79404cd8, Yosys 0.63+post, stock flow scripts
make -C /OpenROAD-flow-scripts/flow DESIGN_CONFIG=/design/flow/config.mk WORK_HOME=/design/flow/orfs finish
==> design/flow/config.mk <==
export PLATFORM = sky130hd
export DESIGN_NAME = sistemaDeVentilacao
export DESIGN_NICKNAME = sistemaDeVentilacao
export VERILOG_FILES = /design/flow/design.v
export SDC_FILE = /design/flow/constraint.sdc
export NUM_CORES = 4
export LEC_CHECK = 1
export CORE_AREA = 10 10 70 70
export DIE_AREA = 0 0 80 80
==> design/flow/constraint.sdc <==
current_design sistemaDeVentilacao

set clk_period 1.0
set clk_io_pct 0.2

create_clock -name clk0 -period $clk_period

set non_clock_inputs [all_inputs -no_clocks]
set_input_delay [expr $clk_period * $clk_io_pct] -clock clk0 $non_clock_inputs
set_output_delay [expr $clk_period * $clk_io_pct] -clock clk0 [all_outputs]
==> writeup.txt <==
The ratio of routed vias to standard cells was 3.94; the critical path data required time was 0.80 ns. The logs give 2 for the initial detailed-routing violation count and 0 for the total DRC errors in the routed layout. Relative contribution of combinational cells to total power: 1.000.

Before antenna repair, the detailed router went through 3 iterations. The max-capacitance violation count came out at 0. The tools report the final global-route overflow total as 0.

The checks that failed: negative setup slack. The end-of-flow core utilization is 0.326, and the switching fraction of total power is 0.412. The kind of path behind the tightest hold check is primary input to output port.

Entering global routing, the biggest net connects 5 pins. With the least setup slack across all paths after layout at -0.269 ns, the placer's final routability congestion estimate is 0.832. The run gives 2.77 mm for the wire length of the first global-routing pass. The remaining antenna violation count came out at 0. Setup repair after global routing could not meet its margin everywhere. The logs give 0 for the sequential element share of the synthesized area and 0 for the tally of clock buffers in the finished layout. Across all stage logs, warnings added up to 35. The number of distinct library cells after synthesis is 8. The overall die size recorded for this design is 0.00640 mm2. The power per unit of standard cell area works out to 371 mW/mm2. The run gives 647 for the number of global-route vias before repair. Initial core utilization: 0.137. For the pin with the worst max-slew slack, the measured transition is 0.168 ns.

The logs give 0 for the relative contribution of the clock network to total power and 0.657 ns for the worst hold slack after final layout. The final timing report derives a shortest allowable period of 1.27 ns. After synthesis, the cell types taking the most area are sky130_fd_sc_hd__ha_1 (48%), sky130_fd_sc_hd__inv_1 (12%), sky130_fd_sc_hd__o2111ai_1 (11%), sky130_fd_sc_hd__nor3b_1 (9.6%), sky130_fd_sc_hd__o21ai_0 (7.5%).

In the post-route report, total wirelength is listed as 1.69 mm. The die extent in y was 80 um; the cell internal power dissipation was 243 uW. Per the detail_route report, inserted antenna diodes total 0. Per the post-synthesis stats, the area per cell is 7.33 um2. The launching element type of the critical path was a primary input. The final hold violation count recorded for this run is 0. For the total routing resource utilization after global routing, the log shows 0.0513. Dividing the detail-routed wire length by the instance count gives 11.1 um. Of all cell types, the one taking the most synthesized area is sky130_fd_sc_hd__ha_1.

The core region is 0.00342 mm2. The run gives 0 as the sequential share of power. The count of buffers added on input and output ports is 35. The proportion of netlist area held by the largest area contributor was 0.480. The launch point of the critical path was reported as sensPresS3[1]. The logs give 152 for the cell count after placement and 152 for the number of standard cells in the layout, taps in and fillers out. The report lists the number of standard-cell rows as 21.

After synthesis the cells add up to 469 um2. The net switching component of the power was 170 uW. The remaining max-slew budget at the tightest pin came out at 0.888. After legalization and detailed placement, the total HPWL measured 1.52 mm. The floorplan report gives the top-level pin count as 35.

The critical path start-end classification is primary input to output port. With the final setup violation count at 7, the maximum vdd drop is 135 uV. With the number of max-slew violations in the final report at 0, the total of fill cells in the finished design is 351.

The initial antenna violation count was 0. The run finished, with violations left. Timing analysis after detailed placement gives a worst setup slack of -1.10 ns. The number of cells reported by Yosys stat comes to 64.

Share of the cycle needed by the critical path after routing: 1.27. The tools report the static power due to leakage as 0.474 nW. The summed negative setup slack over all endpoints came out at -1.41 ns. The worst-path maximum fanout came out at 2. Synthesis warning total: 1. The chip area line in the Yosys stat output reads 469 um2. The footprint of the flip-flops and latches is 0 um2, and the highest attainable clock frequency is 0.788 GHz.

STA classifies the critical path endpoint as an output port. In the post-synthesis netlist, the cell with the most instances is sky130_fd_sc_hd__ha_1. The run gives 599 for the routed via count.

The share of final-layout standard cells stronger than drive strength 1 is 0.736, and the critical path arrival is 1.07 ns. The logs give 0 for the count of sequential standard cells and 64 for the cell count after synthesis. The endpoint of the worst setup timing path is damperS23. The area growth from synthesis to layout is 138%.

Die width: 80 um. In the synthesized netlist, the cells that appear most often are sky130_fd_sc_hd__ha_1 (18), sky130_fd_sc_hd__inv_1 (15), sky130_fd_sc_hd__o21ai_0 (7).
-- metrics by stage --
stage | cell area [um2] | total power, mW
after floorplan | 509 | 0.121
after global placement | 970 | 0.322
after detailed placement | 970 | 0.330
after CTS | 1080 | 0.385
after global routing | 1110 | 0.464
final | 1110 | 0.414
-- routing by layer --
layer	share of wire	vias up	track usage
li1	-	317	-
met1	0.43	266	0.0606
met2	0.50	16	0.0947
met3	0.073	0	0.0136
met4	0	0	0
met5	0	-	0
-- placed cells by master (no fill, tap or decap) --
master                            Yosys  layout
sky130_fd_sc_hd__ha_2                 0       3
sky130_fd_sc_hd__inv_1               15       3
sky130_fd_sc_hd__buf_2                0      14
sky130_fd_sc_hd__inv_4                0       5
sky130_fd_sc_hd__buf_8                0       4
sky130_fd_sc_hd__o2111ai_1            6       3
sky130_fd_sc_hd__buf_4                1       7
sky130_fd_sc_hd__ha_4                 0      10
sky130_fd_sc_hd__nor2_2               0       1
sky130_fd_sc_hd__clkdlybuf4s15_1      0       2
sky130_fd_sc_hd__o21ai_2              0       7
sky130_fd_sc_hd__inv_12               0       1
sky130_fd_sc_hd__buf_6                0       7
sky130_fd_sc_hd__o21ai_1              5       5
sky130_fd_sc_hd__clkbuf_2             0       3
sky130_fd_sc_hd__nor2_1               6       5
sky130_fd_sc_hd__o2111ai_2            0       3
sky130_fd_sc_hd__buf_12               0       1
sky130_fd_sc_hd__inv_2                0       6
sky130_fd_sc_hd__dlygate4sd2_1        0       5
sky130_fd_sc_hd__ha_1                18       5
sky130_fd_sc_hd__nor3b_2              0       6
-- layout make-up --
type / count / area (um2) / share of cell area
Inverter: 15 / 81.3 / 0.0730
Timing Repair Buffer: 43 / 360 / 0.323
Tap cell: 46 / 57.6 / 0.0516
Multi-Input combinational cell: 48 / 616 / 0.552
-- what timing repair did --
item | 4_1_cts | 5_1_grt
hold buffers | 0 | 0
setup buffers | 1 | 0
endpoints found under the setup margin | 7 | 7
gates resized | 157 | 22
pin swaps | 24 | 18
-- logic make-up (layout without fill, tap and decap cells) --
family | after synthesis | after routing | share of synthesized area
AND-OR/OR-AND | 18 | 18 | 0.240
adder cells (fa/ha/maj) | 18 | 18 | 0.480
buffers and inverters | 16 | 58 | 0.136
AND/OR/NAND/NOR | 12 | 12 | 0.144
-- power groups by stage --
stage / Clock [mW] / Combinational [mW] / Sequential [mW]
final: 0 / 0.414 / 0
after global routing: 0 / 0.464 / 0
after CTS: 0 / 0.385 / 0
-- worst min-delay path by stage --
stage	from	slack [ns]	end	cells after the start
6_report	sensPresRea[3]	0.66	damperRSR	3
5_1_grt	sensPresRea[3]	0.68	damperRSR	3
4_1_cts	sensPresS2[3]	0.69	damperS12	3
-- worst max-delay path, stage by stage --
cell and delay, ns:
sky130_fd_sc_hd__buf_8 0.10, sky130_fd_sc_hd__buf_6 0.11, sky130_fd_sc_hd__ha_4 0.25, sky130_fd_sc_hd__o21ai_2 0.04, sky130_fd_sc_hd__o21ai_1 0.12, sky130_fd_sc_hd__o2111ai_1 0.11
sky130_fd_sc_hd__buf_2 0.14
Power and IR drop assume default switching activity.
